===== flow/run.sh =====
#!/bin/bash
# OpenROAD 26Q1-2900-gdf79404cd8, Yosys 0.63+post, stock flow scripts
make -C /OpenROAD-flow-scripts/flow DESIGN_CONFIG=/design/flow/config.mk WORK_HOME=/design/flow/orfs finish

===== flow/config.mk =====
export PLATFORM = sky130hd
export DESIGN_NAME = fp4_fft_memory_reg
export DESIGN_NICKNAME = fp4_fft_memory_reg
export VERILOG_FILES = /design/flow/design.v
export SDC_FILE = /design/flow/constraint.sdc
export NUM_CORES = 4
export LEC_CHECK = 1
export CORE_UTILIZATION = 50
export SYNTH_MEMORY_MAX_BITS = 65536

===== flow/constraint.sdc =====
current_design fp4_fft_memory_reg

set clk_period 82.0
set clk_io_pct 0.2

create_clock -name clk0 -period $clk_period [get_ports {clk}]

set non_clock_inputs [all_inputs -no_clocks]
set_input_delay [expr $clk_period * $clk_io_pct] -clock clk0 $non_clock_inputs
set_output_delay [expr $clk_period * $clk_io_pct] -clock clk0 [all_outputs]

===== flow/design.v =====
module mixed_memory_unified #(
    parameter n          = 1024,
    parameter ADDR_WIDTH = $clog2(n) + 1
)(
    input  wire                  clk,
    input  wire                  rst,         
    input  wire                  bank_sel,
    input  wire [ADDR_WIDTH-1:0] rd_addr_0,
    input  wire                  rd_precision_0,    
    output wire [15:0]           rd_data_0,
    input  wire                  wr_en_1,
    input  wire [ADDR_WIDTH-1:0] wr_addr_1,
    input  wire [23:0]           wr_data_1          
);
    (* ram_style = "block" *) reg [23:0] bank0_mem [0:n-1];
    (* ram_style = "block" *) reg [23:0] bank1_mem [0:n-1];
    always @(posedge clk) begin
        if (wr_en_1) begin
            if (bank_sel == 1'b0)
                bank1_mem[wr_addr_1] <= wr_data_1;
            else
                bank0_mem[wr_addr_1] <= wr_data_1;
        end
    end
    reg [23:0] rd_data_full;
    reg        rd_prec_d;
    reg [15:0] rd_data_reg;
    always @(posedge clk) begin
        if (bank_sel == 1'b0)
            rd_data_full <= bank0_mem[rd_addr_0];
        else
            rd_data_full <= bank1_mem[rd_addr_0];
        rd_prec_d <= rd_precision_0;    
        if (!rst) begin
            rd_data_reg <= 16'b0;
        end else begin
            if (rd_prec_d)
                rd_data_reg <= rd_data_full[23:8];    
            else
                rd_data_reg <= {8'h00, rd_data_full[7:0]};   
        end
    end
    assign rd_data_0 = rd_data_reg;
endmodule
module fp4_fft_memory_reg #(
    parameter n          = 1024,
    parameter ADDR_WIDTH = $clog2(n)
)(
    input  wire                  clk,
    input  wire                  rst,
    input  wire                  bank_sel,
    input  wire [ADDR_WIDTH-1:0] rd_addr_0,
    output wire [7:0]            rd_data_0,
    input  wire                  wr_en_1,
    input  wire [ADDR_WIDTH-1:0] wr_addr_1,
    input  wire [7:0]            wr_data_1
);
    (* ram_style = "block" *) reg [7:0] bank0_mem [0:n-1];
    (* ram_style = "block" *) reg [7:0] bank1_mem [0:n-1];
    always @(posedge clk) begin
        if (wr_en_1) begin
            if (bank_sel == 1'b0)
                bank1_mem[wr_addr_1] <= wr_data_1;
            else
                bank0_mem[wr_addr_1] <= wr_data_1;
        end
    end
    reg [7:0] rd_data_reg;
    always @(posedge clk) begin
        if (!rst)
            rd_data_reg <= 8'b0;
        else begin
            if (bank_sel == 1'b0)
                rd_data_reg <= bank0_mem[rd_addr_0];
            else
                rd_data_reg <= bank1_mem[rd_addr_0];
        end
    end
    assign rd_data_0 = rd_data_reg;
endmodule
module fp8_fft_memory_reg #(
    parameter n          = 1024,
    parameter ADDR_WIDTH = $clog2(n)
)(
    input  wire                  clk,
    input  wire                  rst,
    input  wire                  bank_sel,
    input  wire [ADDR_WIDTH-1:0] rd_addr_0,
    output wire [15:0]           rd_data_0,
    input  wire                  wr_en_1,
    input  wire [ADDR_WIDTH-1:0] wr_addr_1,
    input  wire [15:0]           wr_data_1
);
    (* ram_style = "block" *) reg [15:0] bank0_mem [0:n-1];
    (* ram_style = "block" *) reg [15:0] bank1_mem [0:n-1];
    always @(posedge clk) begin
        if (wr_en_1) begin
            if (bank_sel == 1'b0)
                bank1_mem[wr_addr_1] <= wr_data_1;
            else
                bank0_mem[wr_addr_1] <= wr_data_1;
        end
    end
    reg [15:0] rd_data_reg;
    always @(posedge clk) begin
        if (!rst)
            rd_data_reg <= 16'b0;
        else begin
            if (bank_sel == 1'b0)
                rd_data_reg <= bank0_mem[rd_addr_0];
            else
                rd_data_reg <= bank1_mem[rd_addr_0];
        end
    end
    assign rd_data_0 = rd_data_reg;
endmodule

==> impl_metrics.env <==
# yosys + openroad results
export IMPL_syn_area_um2=640000
export IMPL_area_growth_pct=12.0
export IMPL_ys_sh_simple_pct=2.48
export IMPL_grt_pass1_vias=344000
export IMPL_die_w_um=1130
export IMPL_fill_cells=91600
export IMPL_worst_pin_slew_ns=1.60
export IMPL_r2r_end="rd_data_reg[0]"
export IMPL_cts_sinks=16400
export IMPL_die_size_y_um=1130
export IMPL_clk_latency_ns=1.36
export IMPL_grt_ovfl_total=0
export IMPL_end_kind="flop"
export IMPL_yosys_stat_area_um2=640000
export IMPL_core_area_um2=1280000
export IMPL_setup_violations=0
export IMPL_violations="max-capacitance violations, max-slew violations"
export IMPL_synth_flops=16400
export IMPL_worstReg2RegStart="bank1_mem[601][0]"
export IMPL_holdPathEnd="rd_data_reg[5]"
export IMPL_postCtsSetupBuffers=0
export IMPL_worstRegToRegCells=9
export IMPL_hold_path_class="reg2reg"
export IMPL_compound_area_share_pct=2.40
export IMPL_fa_ha_area_share_pct=0
export IMPL_ctsResizeCount=0
export IMPL_initial_core_util_pct=50.1
export IMPL_cts_tree="built"
export IMPL_viasPerCell=6.33
export IMPL_drv_slew=2
export IMPL_area_leaders="edfxtp_1 77%, mux4_2 13%, mux2i_1 1.9%, nor2_1 1.3%, mux4_1 1.1%"
export IMPL_cts_max_level=7
export IMPL_hold_viol_final=0
export IMPL_std_cell_rows=415
export IMPL_async_flop_share_pct=0
export IMPL_antenna_found_initial=220
export IMPL_port_buffers=39
export IMPL_ios=40
export IMPL_crit_required_ns=83.21
export IMPL_track_usage_pct=34.6
export IMPL_drt_first_pass_iters=6
export IMPL_ys_types=106
export IMPL_hold_slack_ns=1.19
export IMPL_dieArea_um2=1280000
export IMPL_top_logic_kind="multiplexers"
export IMPL_gp_congestion=0.935
export IMPL_vdd_drop_max_mv=0.0208
export IMPL_synthTopCellsByCount="16.4k x edfxtp_1, 3,644 x mux4_2, 2,271 x nor2_1"
export IMPL_slew_limit_headroom_pct=-7.24
export IMPL_fin_worst_skew_ns=0.0928
export IMPL_synth_warnings=1
export IMPL_antenna_left=0
export IMPL_drt_iter0_drc=22600
export IMPL_clkSlewWorstSetupHoldPaths_ns=0.06
export IMPL_edf_count=16400
export IMPL_cts_hold_fix_buffers=0
export IMPL_grt_pass1_wl_um=2690000
export IMPL_ys_sh_mux_pct=16.0
export IMPL_numCtsBuffers=1724
export IMPL_status="complete, but fails checks"
export IMPL_ys_flop_type="edfxtp_1"
export IMPL_worst_path_max_fanout=82
export IMPL_worstHoldPathCells=4
export IMPL_clock_path_buffers=6
export IMPL_p_leak_uw=0.224
export IMPL_ys_seq_share_pct=76.9
export IMPL_cp_arrival_ns=25.82
export IMPL_rsz0062_at_grt="no"
export IMPL_finalCritPeriodShare_pct=30.0
export IMPL_wire_per_inst_um=39.1
export IMPL_period_needed_ns=24.62
export IMPL_yosysTopAreaCell="edfxtp_1"
export IMPL_ff2ff_setup_slack_ns=76.79
export IMPL_ys_cells=29600
export IMPL_crit_path_start_kind="primary input"
export IMPL_yosysTopAreaCellShare_pct=76.9
export IMPL_dp_hpwl_um=1240000
export IMPL_drv_cap=1
export IMPL_log_warning_count=135
export IMPL_hp_start="bank0_mem[893][5]"
export IMPL_powerDensity_nw_per_um2=24.5
export IMPL_cts_root_buf="clkbuf_16"
export IMPL_top_cell="edfxtp_1"
export IMPL_setup_tns_final_ns=0
export IMPL_wl_um=1950000
export IMPL_fmax_mhz=40.6
export IMPL_synthCells=29600
export IMPL_ff_latch_area_um2=492000
export IMPL_avgSynthCellArea_um2=21.6
export IMPL_vias=315000
export IMPL_grt_max_degree=140
export IMPL_drc_errors=0
export IMPL_logic_area_um2=135000
export IMPL_xor_area_share_pct=0
export IMPL_layout_drive_gt1_share_pct=24.6
export IMPL_worst_setup_path_type="in2reg"
power breakdown:
group	internal (uW)	leakage, uW	switching, uW	total, uW
Clock	4310	0.0259	3140	7450
Combinational	284	0.0505	636	921
Sequential	9220	0.147	4.51	9220
Total	13800	0.224	3780	17600
per-stage QoR:
| step | worst slack (ns) | util [%] | cell area, um^2 | cells | power [uW] |
|---|---|---|---|---|---|
| floorplan | 62.83 | - | 640000 | 29600 | 9850 |
| global placement | 56.25 | 51.9 | 662000 | 46300 | 10300 |
| detailed placement | 56.22 | 51.9 | 662000 | 46300 | 10300 |
| CTS | 57.64 | 56.1 | 715000 | 49300 | 17700 |
| global route | 57.28 | 56.1 | 716000 | 49500 | 18000 |
| finish | 57.38 | 56.1 | 717000 | 49800 | 17600 |
critical path, cell delays in order:
cell and delay (ns):
buf_16 0.22, buf_4 0.51, buf_4 0.34, buf_4 0.54
buf_4 0.57, buf_4 0.56, buf_12 0.45, buf_4 0.68
buf_4 0.70, buf_4 0.62, mux4_2 0.40, a22oi_1 0.33
a21oi_1 0.24, nor4_1 0.77, buf_4 0.25, or4b_2 0.24
a41oi_1 0.21, o41ai_4 0.97, buf_4 0.30, a31oi_1 0.06
per-layer routing:
metal,global-route usage (%),vias up,wire (um)
li1,-,128000,-
met1,39.3,160000,540000
met2,45.9,22300,880000
met3,30.8,4069,403000
met4,16.3,283,117000
met5,5.03,-,7540
logic make-up after synthesis:
| logic type | after synthesis |
|---|---|
| AND/OR/NAND/NOR | 3810 |
| buffers and inverters | 1956 |
| multiplexers | 5217 |
| AND-OR/OR-AND | 2225 |
| flip-flops | 16400 |
cells in the final DEF (no fill, tap or decap), types with 23 or more instances in the layout:
cell type	Yosys	routed
a311oi_1	29	28
nand3_4	0	32
clkinvlp_4	0	47
a31oi_1	66	65
edfxtp_1	16400	16400
nor2_1	2271	2246
mux2_2	71	71
o21ai_0	222	212
buf_4	208	1633
nand2_1	812	765
a211oi_1	87	75
bufinv_16	0	138
a21oi_1	467	466
and3_1	53	52
diode_2	0	461
clkbuf_16	0	1746
mux2i_1	1238	1237
clkinv_1	3	406
buf_12	89	54
o211ai_1	66	66
mux4_1	262	262
nor3_1	147	132
clkinv_2	0	299
nand3_1	233	199
o21ai_1	17	25
a22o_1	35	35
clkbuf_1	635	356
o221ai_1	341	341
nor4_1	40	23
a221oi_1	71	69
nand2_4	0	38
nand4_1	58	58
mux4_2	3644	3644
o22ai_1	373	372
a22oi_1	241	241
area by class of cell:
class / count / share of cell area (%)
antenna: 461 / 0.161
clock buffer: 2106 / 6.29
multi-input combinational: 11300 / 18.9
inverter: 10 / 0.0101
timing repair buffer: 1729 / 1.95
sequential: 16400 / 68.7
tap: 16900 / 2.95
clock inverter: 925 / 1.11
worst max-delay path by stage:
stage,startpoint,end,slack [ns],depth (start not counted)
final,rd_addr_0[1],rd_data_reg[0],57.38,20
after global routing,rd_addr_0[1],rd_data_reg[0],57.28,20
after CTS,rd_addr_0[1],rd_data_reg[0],57.64,20
Power is estimated from default activity; no workload was simulated.
